==> ./design.v <==
`timescale 1ns / 1ns
module ALU(ALUoperation, i0, i1, ALUresult, Zero);
  input [3:0] ALUoperation;
  input [31:0] i0, i1;
  output reg [31:0] ALUresult;
  output Zero;
  initial begin ALUresult = 31'd0; end
  assign Zero = (ALUresult == 0) ? 1 : 0;
  always @ (i0 or i1 or ALUoperation) begin
    ALUresult = 0;
    case (ALUoperation)
      4'b0000: begin ALUresult <= i0 & i1; end
      4'b0001: begin ALUresult <= i0 | i1; end
      4'b0010: begin ALUresult <= i0 + i1; end
      4'b0110: begin ALUresult <= i0 - i1; end
      4'b0111: begin ALUresult <= ((i0 < i1) ? 1 : 0); end
      4'b1000: begin ALUresult <= !(i0 | i1); end
      default: begin ALUresult <= 0; end
    endcase
  end
endmodule
==> ./run.sh <==
#!/bin/bash
# OpenROAD 26Q1-2900-gdf79404cd8, Yosys 0.63+post, stock flow scripts
make -C /OpenROAD-flow-scripts/flow DESIGN_CONFIG=/design/flow/config.mk WORK_HOME=/design/flow/orfs finish
==> ./config.mk <==
export PLATFORM = sky130hd
export DESIGN_NAME = ALU
export DESIGN_NICKNAME = ALU
export VERILOG_FILES = /design/flow/design.v
export SDC_FILE = /design/flow/constraint.sdc
export NUM_CORES = 4
export LEC_CHECK = 1
export CORE_UTILIZATION = 40
==> ./constraint.sdc <==
current_design ALU

set clk_period 29.0
set clk_io_pct 0.2

create_clock -name clk0 -period $clk_period

set non_clock_inputs [all_inputs -no_clocks]
set_input_delay [expr $clk_period * $clk_io_pct] -clock clk0 $non_clock_inputs
set_output_delay [expr $clk_period * $clk_io_pct] -clock clk0 [all_outputs]
==> impl_metrics.env <==
# flow metrics
export IMPL_startpoint_type="input port"
export IMPL_cts_hold_buffers=0
export IMPL_die_w_um=112
export IMPL_num_vias=5609
export IMPL_pwr_share_clk_pct=0
export IMPL_antenna_found_initial=0
export IMPL_yosysWarnings=1
export IMPL_synth_area_mm2=0.00487
export IMPL_design_seq_count=0
export IMPL_cp_required_ns=23.20
export IMPL_mux_area_share_pct=0.822
export IMPL_antenna_left=0
export IMPL_grt_usage_pct=29.0
export IMPL_nClkBuffers=0
export IMPL_grt_pass1_vias=5391
export IMPL_port_buffers=101
export IMPL_hold_class="in2out"
export IMPL_maxSlewHeadroom_pct=41.1
export IMPL_n_fill_cell=1192
export IMPL_arrival_ns=10.96
export IMPL_pre_cts_ws_ns=12.31
export IMPL_ys_sh_xor_pct=5.04
export IMPL_flop_area_um2=0
export IMPL_synth_cells=722
export IMPL_place_congestion=0.987
export IMPL_synth_seq_share_pct=0
export IMPL_crit_fanout=4
export IMPL_min_period_ns=16.76
export IMPL_tns_ns=0
export IMPL_cp_slowest_cell="or4b_1"
export IMPL_rsz0062_at_grt="false"
export IMPL_overflow=0
export IMPL_final_layout_size_suffix_gt1_share_pct=3.05
export IMPL_pin_count=101
export IMPL_synth_avg_cell_area_um2=6.74
export IMPL_core_area_mm2=0.0117
export IMPL_wl_per_cell_um=19.4
export IMPL_critPathMaxStageDelay_ns=0.60
export IMPL_dieArea_mm2=0.0126
export IMPL_adder_share_pct=26.0
export IMPL_p_int_mw=0.0486
export IMPL_grt_first_pass_wirelength_um=28900
export IMPL_slew_violations=0
export IMPL_drc_errors=0
export IMPL_fp_dieH_um=112
export IMPL_num_rows=39
export IMPL_cap_violations=0
export IMPL_power_density_mw_per_mm2=18.6
export IMPL_comb_power_share_pct=100.0
export IMPL_cellLeakagePower_nw=2.68
export IMPL_max_freq_ghz=0.0597
export IMPL_swShare_pct=55.9
export IMPL_wl_um=18000
export IMPL_topCombFamilyByArea="AND-OR/OR-AND gates"
export IMPL_power_total_mw=0.110
export IMPL_outcome="completed"
export IMPL_worst_slack_ns=12.24
export IMPL_p_seq_share_pct=0
export IMPL_finalHoldViolations=0
export IMPL_ys_sh_simple_pct=23.7
export IMPL_path_cells="clkdlybuf4s50_1 > ha_1 > inv_1 > fa_1 > nor2b_1 > o2111ai_2 > nand3b_1 > a21oi_1 > a221o_1 > xnor2_1 > o221ai_1 > or4b_1 > or4_1 > or4_1 > nor4b_2 > and4bb_1 > clkdlybuf4s50_1"
export IMPL_synth_area_yosys_mm2=0.00487
export IMPL_crit_type="in2out"
export IMPL_warnings=98
export IMPL_power_switching_mw=0.0617
export IMPL_syn2layout_area_growth_pct=21.7
export IMPL_synth_distinct_cells=72
export IMPL_grt_max_degree=59
export IMPL_end_kind="primary output"
export IMPL_drt_iter0_drc=485
export IMPL_setup_viol=0
export IMPL_tightest_slew_ns=0.872
export IMPL_final_cell_mix="clkdlybuf4s50_1, ha_1, inv_1, a21oi_1, nor2_1"
export IMPL_max_vdd_ir_drop_mv=0.0113
export IMPL_post_cts_buffers=0
export IMPL_fp_utilization_pct=41.7
export IMPL_vias_per_cell=6.02
export IMPL_postPlaceCellArea_mm2=0.00593
export IMPL_post_route_cell_area_mm2=0.00593
export IMPL_hpwlAfterDp_um=14700
export IMPL_synthAoiAreaFrac_pct=33.7
export IMPL_cts_resized=0
export IMPL_fin_crit_sh_pct=57.8
export IMPL_layout_cells_most_common="clkdlybuf4s50_1"
export IMPL_diodes=0
export IMPL_ys_cells=722
export IMPL_dr_pass1_iters=25
[worst max-delay path: cells and delay by family]
kind | cells | cell delay (ns)
XOR/XNOR | 1 | 0.14
AND-OR/OR-AND | 4 | 0.85
AND/OR/NAND/NOR | 7 | 2.51
buffers and inverters | 3 | 1.04
adder cells (fa/ha/maj) | 2 | 0.61
[final cells by class]
| cell class | count | area, um2 | area share [%] |
|---|---|---|---|
| multi-input combinational | 589 | 4350 | 73.4 |
| timing repair buffer | 107 | 1050 | 17.7 |
| inverter | 92 | 345 | 5.83 |
| tap | 143 | 179 | 3.02 |
[routing by layer]
layer | track usage, % | share of wire, % | up-vias
met2 | 48.2 | 45 | 254
met1 | 40.6 | 45 | 2574
met5 | 0 | 0 | -
met4 | 6.40 | 2.5 | 0
li1 | - | - | 2753
met3 | 3.14 | 7.4 | 28
[metrics by stage]
| step | util [%] | std cells | hold WS, ns |
|---|---|---|---|
| 2_1_floorplan | - | 722 | 11.79 |
| 3_3_place_gp | 50.8 | 931 | 12.80 |
| 3_5_place_dp | 50.8 | 931 | 12.81 |
| 4_1_cts | 50.8 | 931 | 12.81 |
| 5_1_grt | 50.8 | 931 | 12.91 |
| 6_report | 50.8 | 931 | 12.79 |
[power by group through the flow]
stage	Combinational [mW]	Sequential, mW	Clock [mW]
after CTS	0.109	0	0
final	0.110	0	0
after global routing	0.120	0	0
[worst paths after layout]
check	start	to	slack (ns)	cells past startpoint
max	i1[0]	Zero	12.24	17
min	i1[31]	ALUresult[31]	12.79	5
[synthesized netlist by cell type (3+ instances only)]
cell type / n / area, um2
nor2_1: 58 / 218
a31oi_1: 6 / 37.5
nand4_1: 17 / 106
o221ai_1: 28 / 245
ha_1: 98 / 1230
xnor2_1: 23 / 201
a21oi_1: 63 / 315
buf_1: 3 / 11.3
a211oi_1: 10 / 75.1
o311ai_0: 4 / 35.0
and3_1: 4 / 25.0
o21ai_1: 8 / 40.0
inv_1: 92 / 345
a21o_1: 11 / 82.6
xor2_1: 5 / 43.8
nand2b_1: 13 / 81.3
nor4_1: 14 / 87.6
o21ai_0: 21 / 105
nor3_1: 16 / 80.1
or3_1: 6 / 37.5
o21a_1: 3 / 22.5
nor2b_1: 7 / 43.8
nor3b_1: 3 / 22.5
a221o_1: 6 / 60.1
or2_2: 3 / 18.8
nand2_1: 54 / 203
mux2i_1: 4 / 40.0
o31ai_1: 5 / 37.5
o31a_1: 4 / 35.0
nand3_1: 12 / 60.1
clkbuf_1: 29 / 109
o211ai_1: 8 / 60.1
a211o_1: 3 / 26.3
buf_2: 7 / 35.0
o21bai_1: 17 / 128
or4_1: 5 / 37.5
[logic make-up (layout without fill, tap and decap cells)]
| logic type | Yosys count | in the layout |
|---|---|---|
| mux | 4 | 4 |
| xor+xnor | 28 | 28 |
| simple gates | 226 | 226 |
| buf+inv | 133 | 199 |
| compound gates | 231 | 231 |
| fa+ha+maj | 100 | 100 |
