==> design/flow/design.v <==
`timescale 1ns / 1ns
module mux2to1(i0, i1, sel, out);
  input [31:0] i0, i1;     
  input sel;               
  output reg [31:0] out;   
  always @ (sel or i0 or i1)
  begin
    case(sel)
      1'b0: begin
        out <= i0;
      end
      1'b1: begin
        out <= i1;
      end
    endcase
  end
endmodule
==> design/flow/run.sh <==
#!/bin/bash
# OpenROAD 26Q1-2900-gdf79404cd8, Yosys 0.63+post, stock flow scripts
make -C /OpenROAD-flow-scripts/flow DESIGN_CONFIG=/design/flow/config.mk WORK_HOME=/design/flow/orfs finish
==> design/flow/config.mk <==
export PLATFORM = sky130hd
export DESIGN_NAME = mux2to1
export DESIGN_NICKNAME = mux2to1
export VERILOG_FILES = /design/flow/design.v
export SDC_FILE = /design/flow/constraint.sdc
export NUM_CORES = 4
export LEC_CHECK = 1
export CORE_AREA = 10 10 70 70
export DIE_AREA = 0 0 80 80
==> design/flow/constraint.sdc <==
current_design mux2to1

set clk_period 1.0
set clk_io_pct 0.2

create_clock -name clk0 -period $clk_period

set non_clock_inputs [all_inputs -no_clocks]
set_input_delay [expr $clk_period * $clk_io_pct] -clock clk0 $non_clock_inputs
set_output_delay [expr $clk_period * $clk_io_pct] -clock clk0 [all_outputs]
==> flow_metrics.env <==
# yosys + openroad results
export IMPL_timing_hold_worst_class="in -> out"
export IMPL_crit_top_cell="buf_12"
export IMPL_synth_yosys_chip_area_um2=544
export IMPL_critPathRequiredTime_ns=0.80
export IMPL_synth_yosys_seq_area_share_pct=0
export IMPL_top_cells_by_area="mux2_4, buf_12, mux2_2"
export IMPL_finalWorstSetupSlack_ns=-0.175
export IMPL_hold_start="i0[24]"
export IMPL_dp_worst_setup_slack_ns=-0.497
export IMPL_critPathBufInv=4
export IMPL_floorplan_rows=21
export IMPL_detailroute_via_count=730
export IMPL_die_size_x_um=80
export IMPL_final_cell_count_no_fill=192
export IMPL_worst_hold_path_endpoint="out[24]"
export IMPL_number_of_cells_in_the_design_after_placement=177
export IMPL_post_synth_main_logic_family="multiplexers"
export IMPL_hold_viol=0
export IMPL_timing_slew_headroom_pct=95.9
export IMPL_synthCells=36
export IMPL_timing_max_transition_violations_final=0
export IMPL_timing_setup_critical_path_class="in -> out"
export IMPL_pin_count_of_the_biggest_net_entering_global_routing=8
export IMPL_synth_area_per_cell_um2=15.1
export IMPL_die_area_mm2=0.00640
export IMPL_synthAdderAreaFrac_pct=0
export IMPL_openroad_warnings=34
export IMPL_drcViolationCount=0
export IMPL_yosys_warnings=1
export IMPL_xor_share_pct=0
export IMPL_worst_slew_pin_transition_ns=0.0611
export IMPL_setup_viol=32
export IMPL_hold_buffers=0
export IMPL_maxCapViolations=0
export IMPL_p_leak_nw=0.990
export IMPL_area_growth_syn_to_layout_pct=212
export IMPL_power_per_cell_area_mw_per_mm2=389
export IMPL_drt_total_wl_um=2850
export IMPL_area_leader_netlist="mux2_4"
export IMPL_sequential_cell_total=0
export IMPL_area_sequential_um2=0
export IMPL_antenna_found_initial=0
export IMPL_synthMuxAreaShare_pct=86.9
export IMPL_crit_path_top_delay_cell="mux2_4"
export IMPL_slowest_delay_ns=0.30
export IMPL_wirelength_per_cell_um=14.8
export IMPL_grt_pass1_vias=824
export IMPL_layout_filler_cells=327
export IMPL_drt_initial_drc_count=4
export IMPL_floorplan_die_height_um=80
export IMPL_dpl_instance_area_mm2=0.00154
export IMPL_port_buffer_count=97
export IMPL_arrival_ns=0.98
export IMPL_synth_compound_area_share_pct=0
export IMPL_yosysCellCount=36
export IMPL_floorplan_io_pins=97
export IMPL_yosys_cell_count_top_type="mux2_4"
export IMPL_netlist_area_um2=544
export IMPL_peakVddDrop_uv=173
export IMPL_grt_remaining_overflow=0
export IMPL_yosysUniqueCellTypes=4
export IMPL_grt_setup_unrepaired="true"
export IMPL_place_gp_congestion=0.760
export IMPL_final_util_pct=49.7
export IMPL_final_cell_area_mm2=0.00170
export IMPL_hpwlAfterDp_um=2400
export IMPL_violations="negative setup slack"
export IMPL_critical_path_endpoint_type="output pin"
export IMPL_fmax_mhz=851
export IMPL_drt_pre_antenna_iters=2
export IMPL_worst_setup_path_start_kind="primary input"
export IMPL_area_fraction_of_the_dominant_cell_type_after_synthesis_pct=82.8
export IMPL_grt_util_all_layers_pct=7.87
export IMPL_cell_by_cell_trace_of_the_critical_path="buf_12 -> buf_12 -> buf_8 -> mux2_4 -> buf_6"
export IMPL_antenna_left=0
export IMPL_timing_hold_worst_path_depth=3
export IMPL_top_post_synthesis_cells_by_count="mux2_4, buf_12, mux2_2, buf_6"
export IMPL_drive_above_1_share_pct=56.2
export IMPL_ant_diodes=0
export IMPL_core_area_mm2=0.00342
export IMPL_timing_final_crit_period_ns=1.18
export IMPL_clkbuf_count=0
export IMPL_critical_path_max_fanout=7
export IMPL_fp_util_pct=15.9
export IMPL_grt_pass1_wl_um=4150
export IMPL_outcome="complete, but fails checks"
export IMPL_synth_simple_gate_area_share_pct=0
export IMPL_detail_route_vias_per_cell=3.80
export IMPL_finalCritPeriodShare_pct=118
export IMPL_path_delay_family="buffers and inverters"
## worst max-delay path by stage
stage	startpoint	to	slack [ns]	cells after the start
6_report	sel	out[31]	-0.18	5
4_1_cts	sel	out[0]	-0.18	5
5_1_grt	sel	out[31]	-0.19	5
## final cells by class
class,count,area [µm²],area share [%]
multi-input combinational,32,480,28.3
timing repair buffer,114,1160,68.3
tap,46,57.6,3.39
## metal layers
layer | share of wire [%] | global-route usage [%] | vias to the layer above | routed length [µm]
met5 | 0 | 0 | - | 0
met4 | 0 | 0 | 0 | 0
li1 | - | - | 362 | -
met3 | 11 | 3.07 | 0 | 313
met1 | 40 | 8.97 | 317 | 1140
met2 | 49 | 14.3 | 51 | 1390
## logic make-up after synthesis
kind of cell and count (synthesis):
mux 32, buf+inv 4
## cell usage in the layout, fill, tap and decap left out
cell              n
clkdlybuf4s50_1  10
mux2_4           32
buf_16            1
buf_2            12
buf_6            29
buf_12            3
buf_4             2
dlygate4sd2_1    40
buf_8             3
dlymetal6s2s_1   14
## per-stage QoR
stage / hold slack [ns] / total power [mW] / TNS, ns
2_1_floorplan: 0.498 / 0.206 / 0
4_1_cts: 0.800 / 0.644 / -5.20
5_1_grt: 0.714 / 0.706 / -5.62
6_report: 0.694 / 0.660 / -5.03
3_5_place_dp: 1.33 / 0.655 / -15.27
3_3_place_gp: 1.33 / 0.654 / -15.25
## what timing repair did
action / 4_1_cts / 5_1_grt
endpoints found under the setup margin: 32 / 32
gates cloned: 1 / 0
pin swaps: 0 / 0
setup buffers: 14 / 0
gates resized: 170 / 23
## power by group
group	leakage, nW	switching, mW	internal (mW)
Combinational	0.990	0.141	0.519
Sequential	0	0	0
Clock	0	0	0
No activity file was given, so power comes from the tool's default toggle rates.
