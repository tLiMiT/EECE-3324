### design/flow/run.sh
#!/bin/bash
# OpenROAD 26Q1-2900-gdf79404cd8, Yosys 0.63+post, stock flow scripts
make -C /OpenROAD-flow-scripts/flow DESIGN_CONFIG=/design/flow/config.mk WORK_HOME=/design/flow/orfs finish
### design/flow/config.mk
export PLATFORM = sky130hd
export DESIGN_NAME = reg32
export DESIGN_NICKNAME = reg32
export VERILOG_FILES = /design/flow/design.v
export SDC_FILE = /design/flow/constraint.sdc
export NUM_CORES = 4
export LEC_CHECK = 1
export CORE_AREA = 10 10 94 94
export DIE_AREA = 0 0 104 104
### design/flow/constraint.sdc
current_design reg32

set clk_period 1.1
set clk_io_pct 0.2

create_clock -name clk0 -period $clk_period [get_ports {clk}]

set non_clock_inputs [all_inputs -no_clocks]
set_input_delay [expr $clk_period * $clk_io_pct] -clock clk0 $non_clock_inputs
set_output_delay [expr $clk_period * $clk_io_pct] -clock clk0 [all_outputs]
### design/flow/design.v
`timescale 1ns / 1ns
module reg32(clk, rst, en, D, Q);
  input clk;             
  input rst, en;         
  input [31:0] D;        
  output reg [31:0] Q;   
  always @ (posedge clk)
  begin
    if (!rst)
      Q <= 32'b00000000000000000000000000000000;
    else
      begin
        if (en)
          Q <= D;
      end
  end
endmodule
==> impl_metrics.toml <==
# yosys + openroad results
[status]
status = "complete, no violations"

[setup_path]
crit_buf_inv = 1
path_class = "reg -> out"
cp-start-kind = "flip-flop"
end_kind = "output pin"
worstPathArrival_ns = 0.84
critical_path.top_delay_family = "flip-flops"
cpPeakStageDelay_ns = 0.33
crit_slowest_cell = "dfxtp_2"
crit_fanout = 2
path_cells = "dlygate4sd2_1"
required_ns = 0.88

[sta]
max_slew_margin = 0.8985
rsz0062_at_grt = "false"
setup_viol = 0
maxSlewViolCount = 0
min_period_ns = 1.060
fin_skew_ns = 0
hold_viol_final = 0
tightest_slew_ns = 0.1480
clock.fmax_mhz = 943.4
tns_ns = 0
finalCritPeriodShare = 0.9636

[die]
die_area_sq_mm = 0.01082
die_w_microns = 104
die_h_microns = 104
core_sq_mm = 0.006832
fp-row-count = 30
fp_util = 0.1821
ioPinCount = 67

[place]
placed_cell_area_sq_mm = 0.001997
dp_cells = 261
gp_congestion = 0.6667
port_buffers = 66
dpl.hpwl_mm = 2.369

[global_route]
globalRouteOverflowTotal = 0
grt_max_degree = 33
grt_pass1_vias = 957
grt_pass1_wl_mm = 5.064
grt_use_total = 0.05710
antenna_found_initial = 0

[synthesis]
ys_seq_share = 0.5151
ys_chip_area_sq_mm = 0.001244
synthTopCellsByCount = "dfxtp_1, mux2i_1, nor2b_1"
ys_cells = 103
synth-edff-count = 0
yosysTopAreaCellShare = 0.5151
ff_type = "dfxtp_1"
ys_types = 6
synth_warnings = 1
yosysTopAreaCell = "dfxtp_1"
synthesis.instances = 103
avgSynthCellArea_sq_um = 12.07
async_flop_share = 0
netlist_area_sq_mm = 0.001244
area_leaders = "dfxtp_1, mux2i_1, nor2b_1, buf_12, buf_6"
synth_flops = 32

[power_and_ir_drop]
clockPowerShare = 0.339
p_sw_mw = 0.5566
power.leakage_nw = 0.9513
power_frac_comb = 0.152
p_per_area_mw_per_mm2 = 1204
finalPower_mw = 2.498
internal-power_mw = 1.942
vdd_drop_max_mv = 0.3778
power_frac_seq = 0.508
swShare = 0.2228

[drt]
drt_first_pass_iters = 2
wirelength_mm = 3.113
dr.first_iter.drc_count = 17
vias = 898
drtAntennaViolNets = 0
drt-wirelength-per-cell_microns = 11.62
viasPerCell = 3.351
antennaDiodeCount = 0
drc = 0

[cts]
cts_num_sinks = 32
clk-insertion-delay-late_ns = 0.27
tritoncts = "yes"
hold_buffers = 0
clock_path_buffers = 2
path_clk_slew_ns = 0.07
cts_buffers = 5
cts-root-buf = "clkbuf_8"
cts_max_level = 2
post_cts_buffers = 0

[final_layout]
final_core_util = 0.3037
final_cell_count_no_fill = 268
layout-drive-gt1-share = 0.2384
largestRegisters = "Q: 32 flops"
syn_to_final_growth_pct = 66.80
top_register = "Q"
largest_reg_flops = 32
stdcell_area_sq_mm = 0.002074

[min_path]
hold_path_class = "in -> reg"

[job]
drv_cap = 0
warnings = 25
## layout make-up
cell class	instances	area, sq um
Clock buffer	6	72.57
Clock inverter	1	5.005
Fill cell	728	4757
Multi-Input combinational cell	64	520.5
Sequential cell	32	679.4
Tap cell	96	120.1
Timing Repair Buffer	69	676.9
## per-layer routing
metal / up-vias / part of all wire / track usage
met3: 4 / 0.075 / 0.02444
met2: 39 / 0.45 / 0.08378
met4: 0 / 0.0093 / 0.006958
met1: 381 / 0.46 / 0.07850
met5: - / 0 / 0
li1: 474 / - / -
## through the flow
| step | worst slack [ns] | hold WS (ns) |
|---|---|---|
| floorplan | 0.2922 | 0.3482 |
| global placement | -0.02558 | 0.4957 |
| detailed placement | -0.03469 | 0.5055 |
| CTS | 0.02561 | 0.4557 |
| global route | 0.002086 | 0.4713 |
| finish | 0.04003 | 0.4560 |
## repair_timing
action,CTS,global route
pin swaps,0,0
setup endpoints to repair,32,1
gates resized,63,1
## kinds of logic (layout without fill, tap and decap cells)
family	Yosys count	after routing	share of synthesized area
buffers and inverters	7	76	0.06640
muxes	32	32	0.2575
DFF	32	32	0.5151
and+or+nand+nor	32	32	0.1610
## path summary, 6_finish.rpt
check | end | from | slack [ns] | cells after the start
min | Q[22]$_SDFFE_PN0P_ | en | 0.46 | 4
max reg2reg | Q[27]$_SDFFE_PN0P_ | Q[27]$_SDFFE_PN0P_ | 0.48 | 2
max | Q[24] | Q[24]$_SDFFE_PN0P_ | 0.04 | 1
min reg2reg | Q[8]$_SDFFE_PN0P_ | Q[8]$_SDFFE_PN0P_ | 0.50 | 2
## cells in the final DEF (no fill, tap or decap)
master and instances:
clkdlybuf4s50_1 33, buf_2 1, clkdlybuf4s15_1 1, mux2i_1 32
dlygate4sd2_1 31, clkinv_2 1, clkbuf_1 1, buf_12 3
dfxtp_1 1, nor2b_1 32, clkbuf_8 5, dfxtp_2 31
## power by group through the flow
stage	registers, mW	clock network (mW)	logic (mW)
final	1.27	0.848	0.380
after global routing	1.28	0.947	0.420
after CTS	1.27	0.904	0.391
Power and IR drop assume default switching activity.
